**/design/flow/run.sh**
```bash
#!/bin/bash
# OpenROAD 26Q1-2900-gdf79404cd8, Yosys 0.63+post, stock flow scripts
make -C /OpenROAD-flow-scripts/flow DESIGN_CONFIG=/design/flow/config.mk WORK_HOME=/design/flow/orfs finish
```
**/design/flow/config.mk**
```make
export PLATFORM = sky130hd
export DESIGN_NAME = dut
export DESIGN_NICKNAME = dut
export VERILOG_FILES = /design/flow/design.v
export SDC_FILE = /design/flow/constraint.sdc
export NUM_CORES = 4
export LEC_CHECK = 1
export CORE_AREA = 10 10 106 106
export DIE_AREA = 0 0 116 116
```
**/design/flow/constraint.sdc**
```tcl
current_design dut

set clk_period 2.5
set clk_io_pct 0.2

create_clock -name clk0 -period $clk_period [get_ports {clk}]

set non_clock_inputs [all_inputs -no_clocks]
set_input_delay [expr $clk_period * $clk_io_pct] -clock clk0 $non_clock_inputs
set_output_delay [expr $clk_period * $clk_io_pct] -clock clk0 [all_outputs]
```
**/design/flow/design.v**
```verilog
module computer #(
	parameter ADDR_WIDTH = 16,
	parameter DATA_WIDTH = 16
)(
	input clk,     
	input rst_n,   
	input order_valid,
	input [ADDR_WIDTH - 1:0]order_start,
	input [ADDR_WIDTH - 1:0]order_len,
	input [ADDR_WIDTH - 1:0]order_back,
	output order_busy,
	output reg [ADDR_WIDTH - 1:0]ram_addr,
	output reg ram_write_req,
	output reg [DATA_WIDTH - 1:0]ram_write_data,
	input [DATA_WIDTH - 1:0]ram_read_data
);
localparam INIT = 2'b00;
localparam READ = 2'b10;
localparam BACK = 2'b11;
wire is_order_din = order_valid && !order_busy && (order_len != 'b0);
reg [ADDR_WIDTH - 1:0]lock_len,lock_back;
always @ (posedge clk or negedge rst_n) begin
	if (~rst_n) begin
		lock_len <= 'b0;
		lock_back <= 'b0;
	end else if (is_order_din) begin
		lock_len <= order_len;
		lock_back <= order_back;
	end
end
reg [1:0] mode,next_mode;
always @ (posedge clk or negedge rst_n) begin
	if (~rst_n) begin
		mode <= INIT;
	end else begin
		mode <= next_mode;
	end
end
assign order_busy = mode[1];
reg [ADDR_WIDTH - 1:0] addr_count;
always @ (posedge clk or negedge rst_n) begin
	if (~rst_n) begin
		addr_count <= 'b0;
	end else if (mode == READ) begin
		addr_count <= addr_count + 1'b1;
	end
end
always @ (*) begin
	case (mode)
		INIT:begin
			if (is_order_din) begin
				next_mode = READ;
			end else if (order_valid && !order_busy && (order_len == 'b0)) begin
				next_mode = BACK;
			end else begin
				next_mode = INIT;
			end
		end
		READ:begin
			if (addr_count == lock_len) begin
				next_mode = BACK;
			end else begin
				next_mode = READ;
			end
		end
		BACK:next_mode = INIT;
		default : next_mode = INIT;
	endcase
end
always @ (posedge clk or negedge rst_n) begin
	if (~rst_n) begin
		ram_addr <= 'b0;
	end else if (is_order_din) begin
		ram_addr <= order_start;
	end else if (mode == BACK) begin
		ram_addr <= lock_back;
	end else if (next_mode == READ) begin
		ram_addr <= ram_addr + 1'b1;
	end else begin
		ram_addr <= 'b0;
	end
end
always @ (posedge clk or negedge rst_n) begin
	if (~rst_n) begin
		ram_write_req <= 'b0;
	end else if (mode == BACK) begin
		ram_write_req <= 1'b1;
	end else begin
		ram_write_req <= 'b0;
	end
end
wire signed [DATA_WIDTH - 1:0] this_data = ram_read_data;
reg signed [DATA_WIDTH - 1:0] last_data;
reg [DATA_WIDTH - 1:0] this_len,result;
always @ (posedge clk or negedge rst_n) begin
	if (~rst_n) begin
		last_data <= 'b0;
		this_len <= (DATA_WIDTH)'(0);
		result <= 'b0;
	end else if (mode == INIT) begin
		last_data <= 'b0;
		this_len <= (DATA_WIDTH)'(1);
		result <= 'b0;
	end else if ((mode == READ) && (addr_count != lock_len)) begin
		last_data <= this_data;
		if (this_data > last_data) begin
			this_len <= this_len + 1'b1;
		end else if (this_len > result) begin
			result <= this_len;
			this_len <= (DATA_WIDTH)'(1);
		end else begin
			this_len <= (DATA_WIDTH)'(1);
		end
	end else if ((mode == READ) && (addr_count == lock_len)) begin
		if (this_len > result) begin
			result <= this_len;
		end
	end
end
always @ (posedge clk or negedge rst_n) begin
	if (~rst_n) begin
		ram_write_data <= 'b0;
	end else if ((mode == BACK) && (lock_len == 'b0)) begin
		ram_write_data <= 'b0;
	end else if (mode == BACK) begin
		ram_write_data <= result;
	end
end
endmodule
module dut #(
	parameter ADDR_WIDTH = 16,
	parameter DATA_WIDTH = 16
)(
	input clk,     
	input rst_n,   
	input order_valid,
	input [ADDR_WIDTH - 1:0]order_start,
	input [ADDR_WIDTH - 1:0]order_len,
	input [ADDR_WIDTH - 1:0]order_back,
	output order_busy
);
wire [ADDR_WIDTH - 1:0]ram_addr;
wire ram_write_req;
wire [DATA_WIDTH - 1:0]ram_write_data;
wire [DATA_WIDTH - 1:0]ram_read_data;
computer #(
	.ADDR_WIDTH(ADDR_WIDTH),
	.DATA_WIDTH(DATA_WIDTH)
) u_compute (
	.clk(clk),     
	.rst_n(rst_n),   
	.order_valid(order_valid),
	.order_start(order_start),
	.order_len(order_len),
	.order_back(order_back),
	.order_busy(order_busy),
	.ram_addr(ram_addr),
	.ram_write_req(ram_write_req),
	.ram_write_data(ram_write_data),
	.ram_read_data(ram_read_data)
);
ram #(
	.DATA_WIDTH(DATA_WIDTH),
	.ADDR_WIDTH(ADDR_WIDTH)
) u_ram (
	.clk(clk),     
	.addr(ram_addr),
	.din(ram_write_data),
	.write_req(ram_write_req),
	.dout(ram_read_data)
);
endmodule
module ram #(
	parameter DATA_WIDTH = 16,
	parameter ADDR_WIDTH = 16
)(
	input clk,     
	input [ADDR_WIDTH - 1:0] addr,
	input [DATA_WIDTH - 1:0] din,
	input write_req,
	output reg [DATA_WIDTH - 1:0] dout
);
reg [DATA_WIDTH - 1:0]memory[2 ** ADDR_WIDTH - 1:0];
always @ (posedge clk) begin
	if (write_req) begin
		memory[addr] <= din;
	end
end
always @ (posedge clk) begin
	dout <= memory[addr];
end
endmodule
```
==> impl_metrics.toml <==
# implementation run metrics
[outcome]
status = "finished clean"

[detailed_routing]
drt_iter0_drc = 45
via_per_inst = 3.85
vias = 1020
remaining_drc_errors = 0
wl_um = 3220
n_antenna_cell = 0
wire_per_inst_um = 12.1
ant_nets = 0
drtPass1Iterations = 5

[timing]
fin_setup_tns_ns = 0
rsz0062_at_grt = "no"
maxSlewViolCount = 0
finalHoldViolCount = 0
hold_slack_ns = 0.462
layout_setup_ws_ns = 0.349
period_needed_ns = 2.15
fmax_mhz = 465
setup_viol = 0
finalClockSkew_ns = 0.00518
worst_pin_slew_ns = 0.571
slew_headroom = 0.619
fin_crit_sh = 0.860

[job]
cap_violations = 0
log.warning_count = 57

[hold_path]
hold_class = "reg2reg"

[cts]
cts_buffers = 5
cts_resized = 0
clk_pin_slew_ns = 0.07
holdBufCountCts = 0
clock.latency.late_pin_ns = 0.28
cts_sinks = 34
cts_tree = "done"
cts_max_level = 2
postCtsSetupBuffers = 0
clockRootBuffer = "clkbuf_8"
cts.path.max_buffers = 2

[logic_synthesis]
ys_cells = 128
syn_inst = 128
synth_area_um2 = 1640
area_leaders = "dfrtp_1 (52%), xnor2_1 (12%), mux2_4 (9.1%)"
ys_chip_area_um2 = 1640
syn_avg_cell_area_um2 = 12.8
synth_warnings = 2
ys_seq_share = 0.518
largest_area_cell = "dfrtp_1"
ys.flops = 34
synth.top_cell.area_share = 0.518
synthDistinctLibCells = 23

[worst_setup_path]
cp_top_family = "buffers and inverters"
startpoint_type = "input pin"
critPathMaxStageDelay_ns = 0.41
critPathKind = "in2reg"
cp_slowest_cell = "clkdlybuf4s50_1"
crit_buf_inv = 3
crit_path_max_fanout = 12
end_kind = "register"
worstPathCellList = "clkdlybuf4s50_1 > nor4_1 > buf_4 > nand4_1 > and3b_1 > buf_12 > mux2_4"
required_ns = 2.66
worst_ep_arrival_time_ns = 2.32

[final_layout]
area_growth_pct = 26.2
fin_area_um2 = 2070
final_util = 0.234
layout-drive-gt1-share = 0.204
layout.cells.non_filler = 265

[global_route]
grt_max_degree = 35
grt_pass1_wl_um = 5330
grt-ovfl-total = 0
grt.total_usage = 0.0494
grt_pass1_vias = 1077
antenna_found_initial = 0

[power_and_ir_drop]
vdd_ir_drop_max_uv = 402
power_leakage_nw = 0.861
finalPower_mw = 1.49
p_per_area_nw_per_um2 = 717

[place]
hpwl_um = 2440
gp_congestion = 0.804
place_area_um2 = 1980
io_buffers = 19
dp_slack_ns = 0.0424
dp_cells = 257

[floorplan]
dieArea_um2 = 13500
die_height_um = 116
core_area_um2 = 8850
initCoreUtil = 0.186
die_x_um = 116
row_count = 34
io_pins = 52
==> Yosys cell counts <==
master	count
and3b_1	1
nor2_1	7
nand4_1	6
nor3_1	3
nand2_1	5
mux2_4	10
buf_6	1
ha_1	1
a31o_2	1
buf_2	1
inv_1	2
nand3_1	5
nor2b_1	2
mux2_2	7
xnor2_1	22
and4_2	1
and3_1	1
nand4_4	1
buf_12	1
nor4b_1	1
dfrtp_1	34
nor4_1	6
xor2_1	9
==> kinds of logic (layout without fill, tap and decap cells) <==
kind of cell,after synthesis,after routing,share of synthesized area
AOI/OAI and AO/OA,1,1,0.00533
adders and majority gates,1,1,0.00761
and+or+nand+nor,39,39,0.139
muxes,17,17,0.139
DFF,34,34,0.518
xor gates and xnor gates,31,31,0.165
buffers and inverters,5,34,0.0266
==> worst paths after layout <==
kind / startpoint / to / slack, ns / cells past startpoint
worst min register to register: u_compute.mode[0]$_DFF_PN0_ / u_compute.mode[1]$_DFF_PN0_ / 0.46 / 1
worst max register to register: u_compute.mode[1]$_DFF_PN0_ / u_compute.addr_count[15]$_DFFE_PN0N_ / 0.62 / 4
worst min-delay path: u_compute.mode[0]$_DFF_PN0_ / u_compute.mode[1]$_DFF_PN0_ / 0.46 / 1
min in group asynchronous: rst_n / u_compute.addr_count[7]$_DFFE_PN0N_ / 0.64 / 2
max in group asynchronous: rst_n / u_compute.mode[1]$_DFF_PN0_ / 1.55 / 2
worst max-delay path: order_len[1] / u_compute.lock_len[10]$_DFFE_PN0P_ / 0.35 / 7
==> power breakdown <==
group	internal, mW	total, mW	switching [mW]
Clock	0.222	0.412	0.190
Combinational	0.193	0.317	0.124
Sequential	0.645	0.759	0.114
Total	1.06	1.49	0.427
==> metal layers <==
layer	routed length (um)	track usage	part of all wire	vias up
met5	0	0	0	-
met4	0	0.00250	0	0
met3	186	0.0167	0.058	0
met2	1320	0.0652	0.41	21
met1	1710	0.0791	0.53	501
li1	-	-	-	498
==> state kept, by name (all words and copies together) (netlist names) <==
register,flops
u_compute.mode,2
u_compute.addr_count,16
u_compute.lock_len,16
==> cells in the final DEF (no fill, tap or decap), types with 3 or more instances in the layout <==
cell             count
dfrtp_1             34
clkdlybuf4s50_1     19
nand3_1              5
nand2_1              5
nor3_1               3
clkbuf_8             6
xnor2_1             22
nor2_1               7
mux2_4              10
mux2_2               7
buf_4                4
xor2_1               9
nand4_1              6
nor4_1               6
==> worst reg2reg max path, stage by stage, from the launching register on <==
cell and delay [ns]:
dfrtp_1 0.40, nor2b_1 0.50, nand3_1 0.34, nor4_1 0.38
xor2_1 0.18
==> layout make-up <==
cell class                      instances  area, um2
Multi-Input combinational cell         89        749
Timing Repair Buffer                   24        240
Clock buffer                            7       86.3
Tap cell                              108        135
Clock inverter                          1       5.00
Sequential cell                        34        851
Inverter                                2       7.51
Fill cell                             923       6770
Power figures rest on the tool's default switching activity, not on a simulated workload.
